==> design.v <==
module clock_divider(clk,reset,clk_out);
  input clk;
  input reset;
  output clk_out;
  reg [8:0] counter;
  reg clk_out;
  always @(posedge clk or posedge reset)
  begin
    if(reset)begin
      counter = 8'h0;
      clk_out = 0;
    end
    else
    if(counter == 8'h18)begin
      counter = 8'h0;
      clk_out = !clk_out;
    end
    else
      counter = counter + 1;
  end
endmodule
==> run.sh <==
#!/bin/bash
# OpenROAD 26Q1-2900-gdf79404cd8, Yosys 0.63+post, stock flow scripts
make -C /OpenROAD-flow-scripts/flow DESIGN_CONFIG=/design/flow/config.mk WORK_HOME=/design/flow/orfs finish
==> config.mk <==
export PLATFORM = sky130hd
export DESIGN_NAME = clock_divider
export DESIGN_NICKNAME = clock_divider
export VERILOG_FILES = /design/flow/design.v
export SDC_FILE = /design/flow/constraint.sdc
export NUM_CORES = 4
export LEC_CHECK = 1
export CORE_AREA = 10 10 76 76
export DIE_AREA = 0 0 86 86
==> constraint.sdc <==
current_design clock_divider

set clk_period 1.9
set clk_io_pct 0.2

create_clock -name clk0 -period $clk_period [get_ports {clk}]

set non_clock_inputs [all_inputs -no_clocks]
set_input_delay [expr $clk_period * $clk_io_pct] -clock clk0 $non_clock_inputs
set_output_delay [expr $clk_period * $clk_io_pct] -clock clk0 [all_outputs]
==> impl_summary.log <==
[report] implementation figures
INFO  metric detail_route.iter0.violations = 1
INFO  metric p_int = 353 uW
INFO  metric timing.critical_path.slowest_stage_cell = sky130_fd_sc_hd__clkdlybuf4s50_1
INFO  metric sw_frac_of_total = 0.174
INFO  metric min-delay-path-class = in2async
INFO  metric grt_util_all_layers = 0.0213
INFO  metric routed-via-count = between 200 and 300
INFO  metric critical_path_buf_inv_count = 1
INFO  metric post_synth_main_area_contributors = sky130_fd_sc_hd__dfrtp_1 (55%), sky130_fd_sc_hd__xnor2_1 (7.7%), sky130_fd_sc_hd__xor2_1 (7.7%), sky130_fd_sc_hd__ha_1 (5.5%), sky130_fd_sc_hd__nor2_1 (4.9%)
INFO  metric placement.io_buffers = 2
INFO  metric path_clk_slew = 0.04 ns
INFO  metric max-vdd-ir-drop = roughly 370 uV
INFO  metric power.leakage = 0.000245 uW
INFO  metric maxClockFrequency = 694 MHz
INFO  metric setup_tns = 0 ns
INFO  metric initial_antenna_violation_count = 0
INFO  metric numSynthFlops = 10
INFO  metric grt_max_degree = 11
INFO  metric tally_of_openroad_warnings = 26
INFO  metric tritoncts = yes
INFO  metric cts-buffers-inserted = 3
INFO  metric slew-limit-headroom = 0.754
INFO  metric drc = 0
INFO  metric final_layout_size_suffix_gt1_frac = 0.109
INFO  metric cp_slowest_stage_delay = between 0.4 and 0.5 ns
INFO  metric synth_area_leader_cell = sky130_fd_sc_hd__dfrtp_1
INFO  metric startpoint_type = flop
INFO  metric holdBufCountCts = 0
INFO  metric die_h = between 80 and 90 um
INFO  metric core_util_floorplan = 0.111
INFO  metric h-tree-depth = 1
INFO  metric cap_violations = 0
INFO  metric synth-cells-yosys = between 40 and 50
INFO  metric post_synthesis_cells = around 41
INFO  metric wire_length_of_the_first_global_routing_pass = 1.37 mm
INFO  metric die_width = ~86 um
INFO  metric final_critical_path_setup_slack = 0.459 ns
INFO  metric postSynthAreaPerCell = between 10 and 15 um^2
INFO  metric num-fill-cells = between 400 and 500
INFO  metric layout.area.seq = approximately 250 um^2
INFO  metric floorplan.core_area = 0.00412 mm^2
INFO  metric power.share.combinational = 0.014
INFO  metric via_per_inst = between 2 and 3
INFO  metric antennaDiodeCount = 0
INFO  metric placement_rows = 23
INFO  metric hold_viol = 0
INFO  metric finalWorstPathRequiredPeriod = 1.44 ns
INFO  metric drtAntennaViolNets = 0
INFO  metric drt-total-wl = 679 um
INFO  metric path_cells = clkdlybuf4s50_1
INFO  metric first_global_vias = between 300 and 400
INFO  metric final.setup_skew = 0.000811 ns
INFO  metric place_congestion = approximately 0.8
INFO  metric setup.worst_path.end_class = output pin
INFO  metric final-max-slew-violation-count = 0
INFO  metric clk_root_buffer_cell = sky130_fd_sc_hd__clkbuf_8
INFO  metric rsz0062_at_grt = false
INFO  metric pwr_density_cell = between 700 and 800 mW/mm^2
INFO  metric path_delay_family = buffers and inverters
INFO  metric pre_cts_slack = approximately 0.54 ns
INFO  metric grt_remaining_overflow = 0
INFO  metric worst_ep_arrival_time = around 1.1 ns
INFO  metric power_share_of_the_clock_group = 0.486
INFO  metric routedWlPerCell = roughly 7.1 um
INFO  metric finalCoreUtilization = 0.141
INFO  metric switching_power = between 70 and 80 uW
INFO  metric critPathRequiredTime = ~1.5 ns
INFO  metric mi_logic_area = between 150 and 200 um^2
INFO  metric post-synth-top-area-fraction = 0.548
INFO  metric clock_latency = roughly 0.23 ns
INFO  metric clk_path_buf_depth = 2
INFO  metric ys_seq_frac = 0.548
INFO  metric worst-slew-pin-transition = 0.368 ns
INFO  metric cts_setup_buffers = 0
INFO  metric ios = 3
INFO  metric start_to_end_type_of_the_worst_setup_path = reg2out
INFO  metric run_status = complete, no violations
INFO  metric detailedRoute.firstPassIterationCount = 2
INFO  metric setup_failing_eps_final = 0
INFO  metric post-route-period-util = 0.758
INFO  metric floorplan.die_area = roughly 0.0074 mm^2
INFO  metric worst-path-max-fanout = 2
INFO  metric part_of_the_power_in_registers = 0.500
INFO  metric tritoncts_num_sinks = 10
INFO  metric cts_repair_resize_count = 0
INFO  metric area_of_the_mapped_netlist = 457 um^2
INFO  metric yosys_warnings = 1
INFO  metric yosys-stat-area = ~460 um^2
INFO  metric netlist-cell-type-count = 15
INFO  metric areaGrowthSynthToFinish = 27.1%
worst reg2reg max path: cells and delay by family (launching register included):
kind,cells,cell delay [ns]
xor+xnor,1,0.17
flops,1,0.39
simple gates,2,0.73
path summary, 6_finish.rpt:
check / from / end / slack [ns] / cells after the start
max: clk_out / clk_out / 0.46 / 1
min: reset / counter[2] / 0.43 / 2
max reg2reg: counter[6] / clk_out / 0.53 / 3
min reg2reg: clk_out / clk_out / 0.47 / 1
max in group asynchronous: reset / counter[5] / 1.21 / 2
min in group clk0: clk_out / clk_out / 0.47 / 1
routing by layer:
metal  up-vias  part of all wire  track usage  wire length (um)
li1        143                 -            -                 -
met1       128              0.49       0.0270               335
met2         5              0.44       0.0325               302
met3         2             0.049      0.00763                33
met4         0             0.012      0.00749                 8
met5         -                 0            0                 0
synthesized netlist by cell type, drive strengths merged:
master  number
or4          1
dfrtp       10
xor2         4
nor2         7
inv          4
ha           2
nand4        1
nand4b       1
nand2        1
nand3        3
and3         1
nor3         1
xnor2        4
nor2b        1
area by class of cell:
cell class / instances / area share
clock buffer: 3 / 0.0711
inverter: 4 / 0.0259
multi-input combinational: 27 / 0.330
sequential: 10 / 0.431
tap: 50 / 0.108
timing repair buffer: 2 / 0.0345
layout by cell type, fill, tap and decap left out, drive strengths merged:
| cell type | instances |
|---|---|
| dfrtp | 10 |
| nor2 | 7 |
| inv | 4 |
| xnor2 | 4 |
| xor2 | 4 |
| nand3 | 3 |
| clkbuf | 3 |
| ha | 2 |
| clkdlybuf4s50 | 2 |
| nand4 | 1 |
| nand2 | 1 |
| and3 | 1 |
| or4 | 1 |
| nand4b | 1 |
| nor2b | 1 |
| nor3 | 1 |
registers in the layout (all words and copies together), names as in the netlist:
name / flops
counter: 9
clk_out: 1
stage by stage:
step / std cells / total power (uW) / hold slack, ns / cell area (um^2)
after floorplan: 41 / 220 / 0.220 / 457
after global placement: 93 / 223 / 0.460 / 539
after detailed placement: 93 / 223 / 0.466 / 539
after CTS: 96 / 437 / 0.440 / 581
after global routing: 96 / 454 / 0.462 / 581
final: 96 / 428 / 0.428 / 581
power by group through the flow:
stage	Sequential [uW]	Combinational [uW]	Clock, uW
after CTS	214	6.37	217
after global routing	213	6.93	234
final	214	5.99	208
cells by family after synthesis:
family,share of synthesized area
DFF,0.548
adders and majority gates,0.0548
xor gates and xnor gates,0.153
and+or+nand+nor,0.211
buffers and inverters,0.0329
No activity file was given, so power comes from the tool's default toggle rates.
